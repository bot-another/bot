### design/flow/run.sh
#!/bin/bash
# OpenROAD 26Q1-2900-gdf79404cd8, Yosys 0.63+post, stock flow scripts
make -C /OpenROAD-flow-scripts/flow DESIGN_CONFIG=/design/flow/config.mk WORK_HOME=/design/flow/orfs finish
### design/flow/config.mk
export PLATFORM = sky130hd
export DESIGN_NAME = BHT
export DESIGN_NICKNAME = BHT
export VERILOG_FILES = /design/flow/design.v
export SDC_FILE = /design/flow/constraint.sdc
export NUM_CORES = 4
export LEC_CHECK = 1
export CORE_UTILIZATION = 50
### design/flow/constraint.sdc
current_design BHT

set clk_period 16.4
set clk_io_pct 0.2

create_clock -name clk0 -period $clk_period [get_ports {clk}]

set non_clock_inputs [all_inputs -no_clocks]
set_input_delay [expr $clk_period * $clk_io_pct] -clock clk0 $non_clock_inputs
set_output_delay [expr $clk_period * $clk_io_pct] -clock clk0 [all_outputs]
### design/flow/design.v
`timescale 1ns / 1ps
module BHT(
input clk,
input rst,
input [31:0] pc,
input [31:0] brpc_update,
input [31:0] prepc_update,
input is_br_jal,
input really,
output reg [31:0] pcout,
output hit);
reg [1:0] ptr;
reg [31:0] brpc[0:3];
reg [31:0] prepc[0:3];
reg [1:0] state[0:3];
integer i;
initial
begin
   ptr=0;
   for(i=0;i<4;i=i+1)
   begin
      brpc[i]=0;
      prepc[i]=0;
      state[i]=0;
   end
end
assign hit=((pc==brpc[0])&state[0][1])|((pc==brpc[1])&state[1][1])|((pc==brpc[2])&state[2][1])|((pc==brpc[3])&state[3][1]);
always@(*)
begin
   if((pc==brpc[0]) && state[0][1])
      pcout=prepc[0];
   else if((pc==brpc[1]) && state[1][1])
      pcout=prepc[1];
   else if((pc==brpc[2]) && state[2][1])
      pcout=prepc[2];
   else if((pc==brpc[3]) && state[3][1])
      pcout=prepc[3];
   else
      pcout=pc;
end
always@(posedge clk or posedge rst)
begin
   if(rst)
   begin
      ptr<=0;
      for(i=0;i<4;i=i+1)
      begin
         brpc[i]<=0;
         prepc[i]<=0;
         state[i]<=0;
      end
   end
   else if(is_br_jal)
   begin
      if(really)
      begin
         if(brpc_update==brpc[0])
         begin
            case(state[0])
            2'b00:state[0]<=2'b01;
            2'b01:state[0]<=2'b11;
            2'b10:state[0]<=2'b11;
            2'b11:state[0]<=2'b11;
            endcase
         end
         else if(brpc_update==brpc[1])
         begin
            case(state[1])
            2'b00:state[1]<=2'b01;
            2'b01:state[1]<=2'b11;
            2'b10:state[1]<=2'b11;
            2'b11:state[1]<=2'b11;
            endcase
         end
         else if(brpc_update==brpc[2])
         begin
            case(state[2])
            2'b00:state[2]<=2'b01;
            2'b01:state[2]<=2'b11;
            2'b10:state[2]<=2'b11;
            2'b11:state[2]<=2'b11;
            endcase
         end
         else if(brpc_update==brpc[3])
         begin
            case(state[3])
            2'b00:state[3]<=2'b01;
            2'b01:state[3]<=2'b11;
            2'b10:state[3]<=2'b11;
            2'b11:state[3]<=2'b11;
            endcase
         end
         else
         begin
            brpc[ptr]<=brpc_update;
            prepc[ptr]<=prepc_update;
            state[ptr]<=2'b01;
            ptr<=ptr+2'b1;
         end
      end
      else
      begin
         if(brpc_update==brpc[0])
         begin
            case(state[0])
            2'b00:state[0]<=2'b00;
            2'b01:state[0]<=2'b00;
            2'b10:state[0]<=2'b00;
            2'b11:state[0]<=2'b10;
            endcase
         end
         else if(brpc_update==brpc[1])
         begin
            case(state[1])
            2'b00:state[1]<=2'b00;
            2'b01:state[1]<=2'b00;
            2'b10:state[1]<=2'b00;
            2'b11:state[1]<=2'b10;
            endcase
         end
         else if(brpc_update==brpc[2])
         begin
            case(state[2])
            2'b00:state[2]<=2'b00;
            2'b01:state[2]<=2'b00;
            2'b10:state[2]<=2'b00;
            2'b11:state[2]<=2'b10;
            endcase
         end
         else if(brpc_update==brpc[3])
         begin
            case(state[3])
            2'b00:state[3]<=2'b00;
            2'b01:state[3]<=2'b00;
            2'b10:state[3]<=2'b00;
            2'b11:state[3]<=2'b10;
            endcase
         end
      end
   end
end
endmodule
==> insert_results.sql <==
-- flow metrics import
INSERT INTO impl_metrics (metric_group, metric, value, unit) VALUES
('min_path', 'min_delay_path_depth', '1', ''),
('power_and_ir_drop', 'p_leak', '7.295', 'nW'),
('floorplanning', 'row_count', '63', ''),
('global_routing', 'grt_usage', '33.06', '%'),
('floorplanning', 'fp-utilization', '51.25', '%'),
('final_timing', 'setup_viol', '0', ''),
('drt', 'detailedRoute.firstIterationViolations', '602', ''),
('cts', 'post_cts_repair_setup_buffers', '0', ''),
('worst_setup_path', 'startpoint_type', 'primary input', ''),
('worst_setup_path', 'worst-path-buf-inv', '3', ''),
('drt', 'detail_route.wirelength', '47980', 'µm'),
('cts', 'ctsLongestPathBuffers', '3', ''),
('flow_run', 'cap_violations', '0', ''),
('synthesis', 'ys_sh_xor', '14.70', '%'),
('worst_setup_path', 'timing.setup.critical_path_class', 'in2out', ''),
('power_and_ir_drop', 'power', '0.003067', 'W'),
('synthesis', 'yosys.area_share.aoi', '3.571', '%'),
('cts', 'cts_inserted_buffers', '31', ''),
('synthesis', 'yosysChipArea', '0.01531', 'mm²'),
('power_and_ir_drop', 'irDropWorstVdd', '0.1075', 'mV'),
('synthesis', 'postSynthCellCount', '1301', ''),
('synthesis', 'yosys.area_share.adder', '0.3269', '%'),
('placed_design', 'gp_congestion', '1.055', ''),
('synthesis', 'ys_sh_mux', '23.81', '%'),
('drt', 'antenna_violating_nets_post_route', '0', ''),
('layout', 'fillers', '2425', ''),
('power_and_ir_drop', 'power_per_cell_area', '173.7', 'mW/mm²'),
('flow_run', 'warnings', '28', ''),
('worst_setup_path', 'critPathSlowestCell', 'sky130_fd_sc_hd__clkdlybuf4s50_1', ''),
('synthesis', 'syn_area', '0.01531', 'mm²'),
('final_timing', 'worst_slew_margin_rel', '41.96', '%'),
('worst_setup_path', 'crit_path_leading_delay_family', 'buffers and inverters', ''),
('synthesis', 'synth.avg_cell_area', '11.77', 'µm²'),
('synthesis', 'synth-async-reset-ratio', '100.0', '%'),
('synthesis', 'synth_cell_count_leaders', '266 x sky130_fd_sc_hd__dfrtp_1, 163 x sky130_fd_sc_hd__xnor2_1, 150 x sky130_fd_sc_hd__mux2_2', ''),
('layout', 'post_layout_nonfiller_instances', '1782', ''),
('final_timing', 'fmax', '95.97', 'MHz'),
('layout', 'flow.area_growth_from_synthesis', '15.32', '%'),
('floorplanning', 'die_w', '177.0', 'µm'),
('cts', 'cts.clk_slew.worst_paths', '0.06', 'ns'),
('synthesis', 'top_area_cell_types', 'sky130_fd_sc_hd__dfrtp_1 43%, sky130_fd_sc_hd__mux2_2 11%, sky130_fd_sc_hd__mux2_4 11%', ''),
('synthesis', 'yosys_warnings', '4', ''),
('synthesis', 'synth.top_cell.area_share', '43.48', '%'),
('cts', 'cts.repair.resized', '0', ''),
('placed_design', 'dp.cells', '1727', ''),
('worst_setup_path', 'cell_count_of_the_worst_reg_to_reg_path', '10', ''),
('run_status', 'outcome', 'finished, final reports clean', ''),
('drt', 'antennaDiodeCount', '0', ''),
('drt', 'wl_per_cell', '26.92', 'µm'),
('final_timing', 'final_max_slew_viol_count', '0', ''),
('worst_setup_path', 'path_cells', 'clkdlybuf4s50_1, xnor2_1, nand4_1, nor4_1, nand4_1, or4_2, buf_4, mux2i_1, o211ai_1, clkdlybuf4s50_1', ''),
('cts', 'cts_htree_levels', '1', ''),
('placed_design', 'place_hpwl', '34450', 'µm'),
('synthesis', 'largest_area_cell', 'sky130_fd_sc_hd__dfrtp_1', ''),
('cts', 'clock_sink_count', '266', ''),
('worst_setup_path', 'worst_setup_path_end_kind', 'output pin', ''),
('synthesis', 'post_synthesis_cell_count_from_yosys', '1301', ''),
('worst_setup_path', 'required', '13.12', 'ns'),
('layout', 'drive_gt1_share', '24.64', '%'),
('floorplanning', 'io_pins', '133', ''),
('worst_setup_path', 'worst-path-max-fanout', '33', ''),
('min_path', 'hold_class', 'reg2reg', ''),
('worst_setup_path', 'critical_path_depth', '10', ''),
('synthesis', 'netlist-cell-type-count', '44', ''),
('synthesis', 'postSynthRegisterBits', '266', ''),
('cts', 'root_buffer', 'sky130_fd_sc_hd__clkbuf_16', ''),
('final_timing', 'fin_skew', '0.01471', 'ns'),
('floorplanning', 'overall_die_area', '0.03132', 'mm²'),
('drt', 'via_count', '10410', ''),
('cts', 'worst_skew_pair.late_latency', '0.56', 'ns'),
('final_timing', 'final_period_minus_worst_setup_slack', '10.42', 'ns');
## cell type report
type,count,area [µm²],share of cell area (%)
multi-input combinational,880,7849,44.45
sequential,266,6656,37.70
tap,390,488.0,2.764
clock inverter,8,67.56,0.3827
timing repair buffer,153,1479,8.376
inverter,38,150.1,0.8504
clock buffer,47,965.9,5.471
## power breakdown
| part | internal, W | switching, W | leakage [nW] |
|---|---|---|---|
| combinational | 0.000588 | 0.000490 | 3.57 |
| sequential | 0.000981 | 0.000310 | 3.21 |
| clock | 0.000417 | 0.000280 | 0.517 |
| total | 0.00199 | 0.00108 | 7.29 |
## routing by layer
layer / track usage [%] / wire (µm) / up-vias / part of all wire [%]
li1: - / - / 4653 / -
met1: 51.42 / 21740 / 5344 / 45
met2: 47.38 / 21070 / 334 / 44
met3: 9.417 / 3764 / 77 / 7.8
met4: 7.795 / 1405 / 0 / 2.9
met5: 0 / 0 / - / 0
## cell usage in the layout, fill, tap and decap left out, types with 13 or more instances in the layout
cell,count
sky130_fd_sc_hd__inv_1,37
sky130_fd_sc_hd__mux2_4,109
sky130_fd_sc_hd__mux2i_1,32
sky130_fd_sc_hd__o21ai_0,38
sky130_fd_sc_hd__nand3_1,37
sky130_fd_sc_hd__xor2_1,94
sky130_fd_sc_hd__nor4_1,39
sky130_fd_sc_hd__nand4_1,52
sky130_fd_sc_hd__clkbuf_8,13
sky130_fd_sc_hd__mux2_2,150
sky130_fd_sc_hd__nand2_1,79
sky130_fd_sc_hd__o211ai_1,32
sky130_fd_sc_hd__buf_4,21
sky130_fd_sc_hd__clkbuf_16,31
sky130_fd_sc_hd__xnor2_1,163
sky130_fd_sc_hd__clkdlybuf4s50_1,132
sky130_fd_sc_hd__dfrtp_1,266
## flip-flops by register name, summed over array words and instances, names as in the netlist
register / cells
brpc: 128
prepc: 128
state: 8
ptr: 2
## metrics by stage
step           utilization [%]  setup slack (ns)  instance area [µm²]
6_report                 59.10             5.980                17660
3_5_place_dp             55.64             6.106                16620
4_1_cts                  59.10             6.083                17660
5_1_grt                  59.10             5.898                17660
2_1_floorplan                -             5.795                15310
3_3_place_gp             55.64             6.175                16620
## path summary, 6_finish.rpt
kind / start / end / slack (ns)
min in group asynchronous: rst / prepc[1][21] / 3.15
worst max register to register: brpc[0][26] / brpc[3][27] / 12.24
worst max-delay path: pc[10] / pcout[29] / 5.98
max in group asynchronous: rst / brpc[2][29] / 11.49
worst min register to register: prepc[2][22] / prepc[2][22] / 0.50
worst min-delay path: prepc[2][22] / prepc[2][22] / 0.50
## kinds of logic after synthesis
group / count (synthesis)
fa+ha+maj: 4
mux: 291
xor+xnor: 257
buf+inv: 155
simple gates: 245
flops: 266
compound gates: 83
## worst reg2reg max path, stage by stage, from the launching register on
cell and delay [ns]:
sky130_fd_sc_hd__dfrtp_1 0.41, sky130_fd_sc_hd__xnor2_1 0.16, sky130_fd_sc_hd__nand4_1 0.29, sky130_fd_sc_hd__nor4_1 0.12
sky130_fd_sc_hd__buf_4 0.18, sky130_fd_sc_hd__a21boi_1 0.30, sky130_fd_sc_hd__and4b_1 0.25, sky130_fd_sc_hd__buf_4 0.43
sky130_fd_sc_hd__and2_4 0.79, sky130_fd_sc_hd__buf_4 0.71, sky130_fd_sc_hd__mux2_2 0.42
Power figures rest on the tool's default switching activity, not on a simulated workload.
