$ cat /design/flow/config.mk
export PLATFORM = sky130hd
export DESIGN_NAME = register
export DESIGN_NICKNAME = register
export VERILOG_FILES = /design/flow/design.v
export SDC_FILE = /design/flow/constraint.sdc
export NUM_CORES = 4
export LEC_CHECK = 1
export CORE_UTILIZATION = 40
$ cat /design/flow/constraint.sdc
current_design register

set clk_period 6.0
set clk_io_pct 0.2

create_clock -name clk0 -period $clk_period [get_ports {clk}]

set non_clock_inputs [all_inputs -no_clocks]
set_input_delay [expr $clk_period * $clk_io_pct] -clock clk0 $non_clock_inputs
set_output_delay [expr $clk_period * $clk_io_pct] -clock clk0 [all_outputs]
$ cat /design/flow/design.v
module register
#(parameter WIDTH=32)
(
input clk,we,
input [4:0]wa,ra0,ra1,ra2,
input [WIDTH-1:0]wd,
output [WIDTH-1:0]rd0,rd1,rd2
    );
reg [WIDTH-1:0] regfile[0:31];
integer i;
    initial begin
      for(i = 0; i < 32; i = i + 1)
        regfile[i] = 0;
    end
assign rd0 = (we == 1)? ( (wa == ra0) ? ( (ra0 == 0) ? 0 : wd) : regfile[ra0] ) :  regfile[ra0];
assign rd1 = (we == 1)? ( (wa == ra1) ? ( (ra1 == 0) ? 0 : wd) : regfile[ra1] ) :  regfile[ra1];
assign rd2 = (we == 1)? ( (wa == ra2) ? ( (ra2 == 0) ? 0 : wd) : regfile[ra2] ) :  regfile[ra2];
always@(posedge  clk) 
begin
    if(we && wa != 0) regfile[wa] <= wd;
end
endmodule
$ cat /design/flow/run.sh
#!/bin/bash
# OpenROAD 26Q1-2900-gdf79404cd8, Yosys 0.63+post, stock flow scripts
make -C /OpenROAD-flow-scripts/flow DESIGN_CONFIG=/design/flow/config.mk WORK_HOME=/design/flow/orfs finish
==> GITHUB_STEP_SUMMARY <==
### Flow metrics

| Metric | Value |
|---|---|
| Status | completed |
| Avg Cell Area, Syn | 14.9 um^2 |
| # port buffers | 149 |
| Num Clock Sinks | 1,024 |
| Leakage power | 23.1 nW |
| Largest net degree at the start of global routing | approximately 73 |
| Area leader, netlist | edfxtp_1 |
| Max clock buf depth | 3 |
| First-pass detailed-route iteration total | 20 |
| Comb gate area | 25,900 um^2 |
| Via count | 42,300 |
| Endpoints failing setup | 0 |
| Setup repair bufs after CTS | 0 |
| First-pass GRT wire length | 333,000 um |
| Setup CP Type | in -> out |
| CTS Hold Buffers Added | 0 |
| Max FO, Critical Path | 47 |
| Mux share | 27.5% |
| Placement Cell Area | 63,500 um^2 |
| Area leader share | 52.8% |
| Share of the clock period used by the worst path | 99.1% |
| Simple share | 4.57% |
| CTS tree | built |
| Antenna violations before repair | 12 |
| Deepest level of the CTS H-tree | 3 |
| AO/OA Area Share | 11.4% |
| Async set-reset flop share out of synthesis | 0% |
| Max FFs per register | 1,024 |
| Max Cap Viol | 0 |
| Core Area | 144,000 um^2 |
| Largest family of logic cells by area | multiplexers |
| GRT Overall Usage | 35.1% |
| Least-Margin Pin Slew | roughly 1.4 ns |
| Vias in the first global route | 44,600 |
| Ranking of synthesized cells by area | edfxtp_1, mux4_2, mux2i_1 |
| Die X | 384 um |
| Req. time, crit path | around 4.8 ns |
| Mapped Cells | between 3,000 and 4,000 |
| Sw frac | 25.8% |
| Pins Over Slew Limit | 0 |
| Post-Synth Adder-Cell Area | 0% |
| Synth flops | ~1,000 |
| Final instance area | 67,300 um^2 |
| Sequential fraction of design power | roughly 45% |
| RSZ-0062 raised after global routing | false |
| Power Density | 265 nW/um^2 |
| Yosys warnings | 1 |
| Max_slew headroom | 4.17% |
| Die H | between 300 and 400 um |
| WL/cell | just under 40 um |
| WP data arrival | 4.75 ns |
| FP Core Util | approximately 40% |
| Reg with most FFs | regfile |
| CP max stage cell | nor3_1 |
| Final-layout fill cell count | 12,300 |
| CP most frequent cell | a22o_1 |
| Setup total negative slack | 0 ns |
| Area growth, synth to finish | 15.4% |
| Die Area | 147,000 um^2 |
| Number of enable flip-flop cells | 1,024 |
| Maximum vdd drop | 0.217 mV |
| Hold Crit Start | wd[17] |
| Final hold vios | 0 |
| # IOs | ~150 |
| Total tool warning count | 26 |
| Yosys stat chip area | 58,300 um^2 |
| Minimum clock period | between 5 and 6 ns |
| CP max stage delay | 1.14 ns |
| Row cnt | 139 |
| Root buffer cell | clkbuf_16 |
| Fmax | 168 MHz |
| Cell chain of the critical path | buf_8, buf_12, buf_4, mux2i_1, a22o_1, a221o_1, nor3_1, a22o_1, clkdlybuf4s50_1 |
| Hold WC Path Type | in -> reg |
| Crit path from | ra0[2] |
| Gpl congestion | approximately 1.0 |
| Clk pwr share | 40.3% |
| Psw | 4.58 mW |
| Final routed DRC violation total | 0 |
| Cell area after synthesis | 58,300 um^2 |
| Share of cells above drive strength 1 | 25.7% |
| Largest registers | regfile: 1024 flops |
| Starting DRT DRC Count | 3,150 |
| Yosys cell types | 64 |
| Vias per Instance | ~6.9 |
| Ys cells | 3,900 |
| Seq. cell area | 30,700 um^2 |
| Comb pwr share | 14.4% |
| Crit end category | output port |
| Hpwl dp | 161,000 um |
| Register area share after synthesis | 52.8% |
| Grt ovf | 0 |
| Area fraction in xor and xnor cells | less than 1% |
| Final wirelength | 240,000 um |
| PostCTS Resize Cnt | 0 |
| Num CTS Buffers | 113 |
| Clock-pin slew reported for the worst setup and hold paths after clock tree synthesis | 0.06 ns |
| Ys flop type | edfxtp_1 |
| Post-DRT Antenna Nets | 0 |
| Internal power | 13.2 mW |
| Startpoint types | input port |
-- per-stage QoR --
stage / utilization, % / hold WS (ns) / total power, mW / setup slack (ns) / cells
6_report: 46.7 / 1.33 / 17.8 / 0.0538 / 6148
5_1_grt: 46.7 / 1.33 / 18.2 / 0.0729 / 6143
4_1_cts: 46.7 / 1.30 / 17.8 / 0.188 / 6143
3_5_place_dp: 44.1 / 2.09 / 10.7 / 0.208 / 5933
3_3_place_gp: 44.1 / 2.09 / 10.7 / 0.157 / 5933
2_1_floorplan: - / 1.30 / 9.46 / 2.12 / 3931
-- cells in the final DEF (no fill, tap or decap), types with 96 or more instances in the layout --
| cell type | count |
|---|---|
| edfxtp_1 | 1024 |
| nor3_1 | 153 |
| mux4_2 | 395 |
| clkdlybuf4s50_1 | 134 |
| o22ai_1 | 159 |
| nor2_1 | 96 |
| a22oi_1 | 104 |
| mux2_2 | 122 |
| buf_4 | 289 |
| clkbuf_16 | 116 |
| a221oi_1 | 105 |
| mux2i_1 | 574 |
| a22o_1 | 131 |
-- power groups by stage --
stage	logic [mW]	clock network, mW	registers (mW)
CTS	2.49	7.22	8.05
finish	2.57	7.17	8.06
global route	2.64	7.47	8.07
-- logic make-up after synthesis --
group                     after synthesis
muxes                                1091
other                                   1
AOI/OAI and AO/OA                     840
and+or+nand+nor                       530
xor gates and xnor gates               15
buffers and inverters                 399
DFF                                  1024
-- worst max-delay path: cells and delay by family --
kind	cells	cell delay (ns)
buf+inv	4	1.39
simple gates	1	1.14
compound gates	3	0.83
mux	1	0.08
-- metal layers --
layer	track usage, %	wire [um]	vias to the layer above
met2	47.8	102000	3404
li1	-	-	17100
met5	4.71	1160	-
met1	39.8	76000	21000
met4	15.0	13600	34
met3	29.0	46500	708
-- worst paths after layout --
path	end	depth (start not counted)
max	rd0[3]	9
min	regfile[8][17]$_DFFE_PP_	2
-- area by class of cell --
cell class	count	area share, %
multi-input combinational	2508	38.6
timing repair buffer	470	6.41
inverter	28	0.156
clock buffer	138	4.44
tap	1903	3.54
sequential	1024	45.7
antenna	5	0.0186
clock inverter	72	1.16
-- cell usage after synthesis, types with 3 or more instances --
cell type	number
edfxtp_1	1024
mux2i_1	574
mux4_2	395
buf_2	167
o22ai_1	159
nor3_1	157
nor2_1	134
a22o_1	131
mux2_2	122
clkbuf_1	111
a221oi_1	105
a22oi_1	104
o221ai_1	86
a221o_1	84
nand2_1	77
a21oi_1	61
buf_4	59
nand3_1	43
o2111ai_1	32
nand3b_1	30
a2bb2oi_1	28
inv_1	26
nand2b_1	25
o21ai_0	17
buf_6	15
buf_1	14
xor2_1	12
nor2b_1	11
o21bai_1	10
or3_1	9
nor3b_1	6
o2bb2ai_1	6
a211o_1	5
and2_1	4
nand4_1	4
nor4_1	4
o21ai_1	4
a221oi_2	3
and3_1	3
clkbuf_2	3
nor4bb_1	3
o21a_1	3
or2_2	3
or3b_2	3
xnor2_1	3
No activity file was given, so power comes from the tool's default toggle rates.
